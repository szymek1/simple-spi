**/design/flow/design.v**
```verilog
`timescale 1ns/1ps
module spi_master_mock (
    input                                 sysclk,
    input  wire                           tx_enb,       
    input  wire [24-1:0] i_frame,      
    input  wire                           miso,         
    output reg                            cs,           
    output wire                           sclk,         
    output reg                            mosi,         
    output wire [7-1:0]   o_frame,      
    output reg  [24-1:0] o_m_shift_reg_debug,
    output reg                            o_m_serial_debug,
    output reg  [4:0]                     o_m_bit_rx_cnt_debug,
    output reg  [2:0]                     o_m_stage_debug,
    output wire                           rx_dv
);
    localparam                    IDLE       = 3'b000;    
    localparam                    COMMAND    = 3'b001;
    localparam                    ADDRESS    = 3'b010;
    localparam                    WRITE      = 3'b110;
    localparam                    DONE       = 3'b111;    
    reg [2:0]                     curr_state;
    reg [4:0]                     bit_frame_cnt;        
    reg                           sclk_int     = 1'b0;  
    reg [2:0]                     sclk_cnt     = 0;     
    reg [24-1:0] shift_reg_tx;         
    reg [4:0]                     bit_rx_cnt   = 0;
    reg [24-1:0] shift_reg_rx = 0;     
    reg                           sclk_prev;
    always @(posedge sysclk) begin
        sclk_prev      <= sclk_int;
        if (sclk_cnt == (5 - 1)) begin
            sclk_int   <= ~sclk_int;
            sclk_cnt   <= 0;
        end else begin
            sclk_int   <= sclk_int;
            sclk_cnt   <= sclk_cnt + 1'b1;
        end
    end
    wire   sclk_falling = sclk_prev  & ~sclk_int;
    wire   sclk_rising  = ~sclk_prev & sclk_int;
    assign sclk         = sclk_int;
    always @(posedge sysclk) begin 
        case (curr_state)
            IDLE   : begin
                cs               <= 1'b1;
                bit_frame_cnt    <= 0;
                mosi             <= 1'b0;
                if (tx_enb == 1'b1) begin
                    shift_reg_tx <= i_frame;
                    cs           <= 1'b0;
                    curr_state   <= COMMAND;
                end else begin
                    shift_reg_tx <= 0;
                    curr_state   <= IDLE;
                end
            end
            COMMAND: begin
                cs                <= 1'b0;
                if (sclk_falling && bit_frame_cnt < 8) begin
                    mosi          <= shift_reg_tx[24 - 1];
                    shift_reg_tx  <= {shift_reg_tx[24-2:0], 1'b0};
                    bit_frame_cnt <= bit_frame_cnt + 1'b1;
                end else if (bit_frame_cnt == 8) begin
                    bit_frame_cnt <= 0;
                    curr_state    <= ADDRESS;
                end
            end
            ADDRESS: begin
                cs                <= 1'b0;
                if (sclk_falling && bit_frame_cnt < 8) begin
                    mosi          <= shift_reg_tx[24 - 1];
                    shift_reg_tx  <= {shift_reg_tx[24-2:0], 1'b0};
                    bit_frame_cnt <= bit_frame_cnt + 1'b1;
                end else if (bit_frame_cnt == 8) begin
                    bit_frame_cnt <= 0;
                    curr_state    <= WRITE;
                end
            end
            WRITE  : begin
                cs                <= 1'b0;
                if (sclk_falling && bit_frame_cnt < 8) begin
                    mosi          <= shift_reg_tx[24 - 1];
                    shift_reg_tx  <= {shift_reg_tx[24-2:0], 1'b0};
                    bit_frame_cnt <= bit_frame_cnt + 1'b1;
                end else if (bit_frame_cnt == 8) begin
                    if (sclk_rising) begin
                        bit_frame_cnt <= 0;
                        curr_state    <= DONE;
                    end
                end
            end
            DONE   : begin
                cs            <= 1'b1;
                bit_frame_cnt <= 0;
                curr_state    <= IDLE;
            end
            default: curr_state <= IDLE;
        endcase
    end
    always @(posedge sysclk) begin
        if (cs == 1'b1) begin
            shift_reg_rx <= 0;
            bit_rx_cnt   <= 0;
        end else begin
            o_m_serial_debug     <= miso;
            o_m_shift_reg_debug  <= shift_reg_rx;
            o_m_bit_rx_cnt_debug <= bit_rx_cnt;
            if (sclk_rising) begin 
                shift_reg_rx <= {shift_reg_rx[24-2:0], miso};
                bit_rx_cnt   <= bit_rx_cnt + 1;
                if (bit_rx_cnt == 24 - 1) begin
                    bit_rx_cnt <= 0;
                end
            end
        end
    end
    assign rx_dv   = (cs == 1'b1) ? 1'b1 : 1'b0;
    assign o_frame = (rx_dv == 1'b1) ? shift_reg_rx[6:0] : 0;
endmodule
```
**/design/flow/run.sh**
```bash
#!/bin/bash
# OpenROAD 26Q1-2900-gdf79404cd8, Yosys 0.63+post, stock flow scripts
make -C /OpenROAD-flow-scripts/flow DESIGN_CONFIG=/design/flow/config.mk WORK_HOME=/design/flow/orfs finish
```
**/design/flow/config.mk**
```make
export PLATFORM = sky130hd
export DESIGN_NAME = spi_master_mock
export DESIGN_NICKNAME = spi_master_mock
export VERILOG_FILES = /design/flow/design.v
export SDC_FILE = /design/flow/constraint.sdc
export NUM_CORES = 4
export LEC_CHECK = 1
export CORE_UTILIZATION = 40
```
**/design/flow/constraint.sdc**
```tcl
current_design spi_master_mock

set clk_period 2.7
set clk_io_pct 0.2

create_clock -name clk0 -period $clk_period [get_ports {sysclk}]

set non_clock_inputs [all_inputs -no_clocks]
set_input_delay [expr $clk_period * $clk_io_pct] -clock clk0 $non_clock_inputs
set_output_delay [expr $clk_period * $clk_io_pct] -clock clk0 [all_outputs]
```
==> notes.org <==
#+TITLE: Physical design notes

** Status
- Result of the run :: complete, no violations

** Synth
- The most frequently used library cell after synthesis is nand2_1.
- Top area contributor share :: 49.1%
- Most used flip-flop cell after synthesis :: edfxtp_1
- Largest area contributor in the netlist :: edfxtp_1
- Yosys warning total :: 4
- By area the synthesized netlist is led by edfxtp_1, dfxtp_1, nand2_1.
- The netlist uses 38 different library cells.
- The synthesized design contains 98 register bits.
- Top cells by count :: nand2_1, edfxtp_1, inv_1
- Average size of a mapped cell :: 11.6 µm²
- Of the synthesized area, sequential elements account for between 60 and 70%.
- Counting flops with a built-in enable in the synthesized netlist gives 65.
- In the synthesis report, Yosys lists the chip area as 0.00397 mm².
- The synthesized instance count is around 340.
- For this design, Yosys synthesis ends with a cell count of 341.
- FFs w/ async S/R, synth :: 0%
- Post-synthesis cell area :: 0.00397 mm²

** Place
- DP Cell Count :: 533
- RePlAce ended its routability-driven mode at a weighted congestion of 0.764.
- Logged for this run, the post-placement worst setup slack is 0.698 ns.
- Input and output buffers added on the ports amount to approximately 67.
- Detailed-placement wirelength estimate :: between 4000 and 5000 µm

** Die
- Total I/O pin count :: 71
- Die Y :: 102 µm
- Initial cell density of the core :: 41.0%
- The floorplan step defined a core boundary enclosing 0.00968 mm².
- The floorplan has 36 rows.
- Die span in x :: 102 µm
- The die covers 0.0103 mm².

** Global route
- Global Route Usage Sum :: 12.9%
- The first global-routing pass estimated approximately 10000 µm of wire.
- The via count of the first global-routing pass is around 2200.
- The global route stage reports its total congestion overflow as 0.
- The number of antenna violations at the first check in global routing was 0.
- Pin count of the biggest net entering global routing :: 28

** Clocking
- The number of gates resized after CTS was 0.
- Buffers inserted during clock tree synthesis total 9.
- In this run the number of H-tree levels came out at 3.
- Clk buf depth :: 2
- On the reported timing paths, the clock transition at the registers reads roughly 0.09 ns.
- Cts hold-fix bufs :: 0
- The later pin in the worst-skew pair is clocked with a latency of 0.35 ns.
- Number of buffers inserted by post-CTS setup repair :: 0
- The tree built by TritonCTS fans out to 98 sinks.
- Clock root buffer :: clkbuf_8
- TritonCTS built the clock tree.

** Drt
- In the routed layout, each cell is associated on average with a via count of about 4.6.
- Per the log, the first TritonRoute iteration ended with a DRC count of 47.
- Final routed wirelength across all metal layers :: 6050 µm
- Total via count in the routed design :: between 2000 and 3000
- Final ANT Viol Nets :: 0
- DRC errors left :: 0
- The iteration count recorded for the first detailed-route pass is 4.
- Per the detail_route report, inserted antenna diodes total 0.
- The routed design shows a wire length per standard cell of roughly 11 µm.

** Power and ir drop
- Leakage :: 1.94 nW
- The worst-case IR drop observed on VDD is 406 µV.
- Power Dens Cells :: about 920 mW/mm²
- Overall power consumption :: 4.55 mW

** Worst setup path
- According to the timing report, the arrival time at the worst endpoint equals 1.80 ns.
- The critical path in this run is classified as flop to primary output.
- The data required time reported for the critical path is 2.16 ns.
- STA classifies the critical path endpoint as a primary output.
- The worst setup path is launched from a flop.
- STA lists the maximum fanout along the critical path as 17.

** Final timing
- Post-layout period usage of the worst path :: 86.8%
- Clock period minus final worst setup slack :: around 2.3 ns
- Post-route worst setup slack :: approximately 0.36 ns
- Final hold violations :: 0
- Setup repair after global routing missed its margin :: false
- Setup Skew :: 0.0143 ns
- The pin closest to its max-slew limit shows a slew of around 0.66 ns.
- Max Slew Vio Count :: 0
- Maximum achievable frequency :: 427 MHz
- Post-route setup TNS :: 0 ns
- Endpoints with negative setup slack in the final report add up to 0.
- Relative slew margins :: a little under three fifths

** Finish
- Per the final layout report, the fraction of cells sized above drive strength 1 comes to under 10%.
- From synthesis to final layout, the design area changed by 25.1%.
- Number of standard cells in the layout, taps in and fillers out :: 549
- At the end of the flow the core is filled with cells to 51.3%.

** Job
- The logs give a warning total of 27.
- In this run the maximum-capacitance check reported violations numbering 0.

** Worst hold path
- Hold crit path type :: flop to flop
layer usage:
metal  up-vias  wire, µm  share of wire (%)  GRT usage [%]
met4         0       164                2.7           3.12
li1       1276         -                  -              -
met5         -         0                  0              0
met1      1139      2820                 47           20.0
met2        71      2750                 45           20.4
met3        14       316                5.2           1.96
cell usage in the layout, fill, tap and decap left out, types with 2 or more instances in the layout:
cell type and count:
and2_1 8, nor2b_1 4, buf_4 8, nand3_1 3
edfxtp_1 65, inv_1 34, inv_8 2, nor2_1 10
a21oi_1 27, conb_1 4, nand2_1 75, xnor2_1 3
inv_6 2, ha_1 5, nand2b_1 6, clkdlybuf4s50_1 67
dfxtp_1 33, mux2i_1 26, clkbuf_8 9
worst paths after layout:
check | startpoint | end | slack (ns) | cells past startpoint
setup / recovery | cs | rx_dv | 0.36 | 2
hold / removal | shift_reg_rx[23] | o_m_shift_reg_debug[23] | 0.44 | 0
setup reg to reg | sclk_int | bit_frame_cnt[1] | 0.74 | 3
hold reg to reg | shift_reg_rx[23] | o_m_shift_reg_debug[23] | 0.44 | 0
critical path, cell delays in order, from the launching register on:
cell,delay (ns)
edfxtp_1,0.68
buf_4,0.28
clkdlybuf4s50_1,0.49
logic make-up (layout without fill, tap and decap cells):
logic type               count (synthesis)  after routing  share of synthesized area [%]
AND-OR/OR-AND                           34             34                           4.95
XOR/XNOR                                 4              4                          0.882
adder cells (fa/ha/maj)                  5              5                           1.58
buffers and inverters                   54            126                           6.11
flip-flops                              98             98                           65.8
multiplexers                            27             27                           6.84
other                                    1              4                         0.0944
AND/OR/NAND/NOR                        118            118                           13.8
state kept, by name (all words and copies together) (netlist names), 3 cells and up:
name	count
bit_frame_cnt	5
curr_state	3
shift_reg_rx	24
shift_reg_tx	24
bit_rx_cnt	5
o_m_shift_reg_debug	24
o_m_bit_rx_cnt_debug	5
sclk_cnt	3
where the power goes:
part           internal (mW)  switching [mW]
Clock                  0.358           0.527
Sequential              2.19           0.198
Combinational          0.696           0.584
Total                   3.24            1.31
through the flow:
step | hold WS, ns | area (µm²)
2_1_floorplan | 0.408 | 3980
3_3_place_gp | 0.414 | 4790
3_5_place_dp | 0.415 | 4790
4_1_cts | 0.436 | 4970
5_1_grt | 0.442 | 4970
6_report | 0.435 | 4970
area by class of cell:
cell class / instances / area [µm²]
Clock buffer: 10 / 128
Multi-Input combinational cell: 192 / 1130
Tap cell: 133 / 166
Fill cell: 857 / 4710
Clock inverter: 6 / 55.1
Timing Repair Buffer: 76 / 751
Sequential cell: 98 / 2610
Inverter: 34 / 128
Power and IR drop assume default switching activity.
