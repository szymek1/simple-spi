--- /design/flow/design.v ---
`timescale 1ns/1ps
module pwm (
    input                               sysclk,
    input  wire                         i_enb,
    input  wire [7-1:0] i_d,    
    output reg                          o_pwm,
    output reg  [7-1:0] o_cnt   
);
    localparam br_min = (2**7 - 1) * 0 / 100;
    localparam br_max = (2**7 - 1) * 90 / 100;
    reg [7-1:0] r_d;
    always @(posedge sysclk) begin
        if (!i_enb) begin
            o_cnt <= 2**7 - 1;
            o_pwm <= 1'b0;
            r_d   <= 0; 
        end else begin
            o_cnt <= o_cnt + 1'b1;   
            o_pwm <= (o_cnt < r_d) ? 1'b1 : 1'b0;
        end
        if (o_cnt == (2**7 - 1)) begin
            if (i_d <= 0)      r_d <= br_min;
            else if (i_d >= 90) r_d <= br_max;
            else                                 r_d <= i_d;
        end
    end
endmodule
`timescale 1ns/1ps
module spi_slave (
    input                                  sysclk,
    input  wire                            sclk,
    input  wire                            cs,
    input  wire                            mosi,
    input  wire [7:0]                      i_tx_payload,   
    output reg                             miso,
    output wire  [8-1:0]           o_cmd,
    output wire  [8-1:0]          o_addr,
    output wire  [8-1:0]       o_payload,
    output wire                            rx_dv,          
    output wire                            rd_bypass,      
    output reg                             rx_addr_dv,     
    output reg   [24-1:0] o_shift_reg_debug,
    output reg                             o_serial_debug,
    output reg   [4:0]                     o_bit_rx_cnt_debug,
    output reg   [2:0]                     o_debug_stage
);
    localparam IDLE    = 3'b000;
    localparam COMMAND = 3'b001;
    localparam ADDRESS = 3'b010;
    localparam WRITE   = 3'b011;
    localparam DONE    = 3'b111;
    reg [2:0]                     curr_state      = IDLE;
    reg [4:0]                     bit_rx_cnt      = 0;
    reg [24-1:0] shift_reg_rx    = 0;
    reg                           first_edge_seen = 0;   
    reg [4:0]                     bit_tx_cnt      = 0;
    reg [7:0]                     tx_payload_reg  = 0;   
    reg [8-1:0]           rx_cmd     = 8'h0;
    reg [8-1:0]          rx_addr    = 8'hD;
    reg [2:0]                     sclk_sync = 3'b000;
    always @(posedge sysclk) begin
        sclk_sync <= {sclk_sync[1:0], sclk};
    end
    wire                           sclk_rising  = (sclk_sync[2:1] == 2'b01);
    wire                           sclk_falling = (sclk_sync[2:1] == 2'b10);
    reg [2:0]                      cs_sync = 3'b111;
    always @(posedge sysclk) begin
        cs_sync <= {cs_sync[1:0], cs};
    end
    wire                           cs_falling = (cs_sync[2:1] == 2'b10);
    always @(posedge sysclk) begin
        if (cs_sync[1] == 1'b1) begin
            curr_state      <= IDLE;
            bit_rx_cnt      <= 0;
            first_edge_seen <= 0;
        end
        else begin
            o_debug_stage      <= curr_state;
            case (curr_state)
                IDLE   : begin
                    if (cs_falling) begin
                        curr_state      <= COMMAND;
                        bit_rx_cnt      <= 0;
                        first_edge_seen <= 0;
                        shift_reg_rx    <= 0;  
                        rx_cmd          <= 8'h0;
                        rx_addr         <= 8'hD;
                        rx_addr_dv      <= 1'b0;
                    end
                end
                COMMAND: begin
                    if (sclk_rising) begin
                        if (!first_edge_seen) begin
                            first_edge_seen <= 1;
                        end else begin
                            shift_reg_rx    <= {shift_reg_rx[24-2:0], mosi};
                            bit_rx_cnt      <= bit_rx_cnt + 1;
                        end
                    end
                    if (bit_rx_cnt == 8) begin
                        rx_cmd     <= shift_reg_rx[7:0];  
                        curr_state <= ADDRESS;
                        bit_rx_cnt <= 0;
                    end
                end
                ADDRESS: begin
                    if (sclk_rising) begin
                        shift_reg_rx   <= {shift_reg_rx[24-2:0], mosi};
                        bit_rx_cnt     <= bit_rx_cnt + 1;
                        if (bit_rx_cnt == 8 - 1) begin
                            rx_addr    <= {shift_reg_rx[6:0], mosi};   
                            rx_addr_dv <= 1'b1;                        
                        end
                    end
                    if (bit_rx_cnt == 8) begin
                        curr_state <= WRITE;
                        bit_rx_cnt <= 0;
                        if (rx_cmd == 8'h2) begin
                            tx_payload_reg <= i_tx_payload;   
                        end
                    end
                end
                WRITE  : begin
                    if (sclk_rising) begin
                        shift_reg_rx <= {shift_reg_rx[24-2:0], mosi};
                        bit_rx_cnt   <= bit_rx_cnt + 1;
                    end
                    if (bit_rx_cnt == 8) begin
                        curr_state   <= DONE;
                        bit_rx_cnt   <= 0;
                    end
                end
                DONE   : begin
                    curr_state <= IDLE;
                end
                default: begin
                    curr_state <= IDLE;
                end
            endcase
        end
    end
    assign rx_dv     = (cs_sync[1] == 1'b1) ? 1'b1                : 1'b0;
    assign rd_bypass = (rx_cmd == 8'h2)    ? 1'b1                : 1'b0;
    assign o_cmd     = (rx_dv == 1'b1)              ? shift_reg_rx[23:16] : 
                       (rd_bypass == 1'b1)          ? rx_cmd              : 8'h0;
    assign o_addr    = (rx_dv == 1'b1)              ? shift_reg_rx[15:8]  :
                       (rd_bypass == 1'b1)          ? rx_addr             : 8'hD;
    assign o_payload = (rx_dv == 1'b1)              ? shift_reg_rx[7:0]   : 8'h0;
    always @(posedge sysclk) begin
        if (cs_sync[1] == 1'b1 || cs_falling) begin
            bit_tx_cnt     <= 0;
            miso           <= 0; 
            tx_payload_reg <= 0;  
        end else begin
            if (sclk_falling) begin
                if (bit_tx_cnt < 24) begin
                    if (bit_tx_cnt < 8 + 8) begin   
                        miso   <= 0;
                    end else begin   
                        miso   <= tx_payload_reg[8 - 1 - (bit_tx_cnt - (8 + 8))];
                    end
                    bit_tx_cnt <= bit_tx_cnt + 1;
                end
            end
        end
    end
endmodule
`timescale 1ns/1ps
module spi_top (
    input                                  sysclk,
    input  wire                            sclk,
    input  wire                            cs,
    input  wire                            mosi,
    output wire                            miso,
    output wire                            led1,
    output wire                            led2,
    output wire                            led3,
    output wire                            led4,
    output wire                            led5,
    output wire                            led6,
    output wire                            led7,
    output wire                            led8
);
    reg                            r_rx_dv          = 1'b0;
    reg                            slv_tx_enb       = 1'b1;    
    reg [24-1:0]  i_slv_frame      = 0;
    wire [8-1:0]           curr_cmd;                   
    wire [8-1:0]          curr_addr;                  
    wire [8-1:0]       curr_payload;               
    wire                           rx_dv;
    wire                           rd_bypass;
    wire                           rx_addr_dv;
    wire [8-1:0]       tx_payload;                 
    reg [8-2:0] led_brightness [0:8-1];   
    integer i;
    initial begin
        for (i = 0; i < 8; i = i + 1) begin
            led_brightness[i] = 7'b0;   
        end
    end
    wire [8-1:0] pwm_out;
    assign {led8, led7, led6, led5, led4, led3, led2, led1} = pwm_out;
    reg pwm_enb = 1'b0;   
    always @(posedge sysclk) begin
        pwm_enb <= 1'b1;   
    end
    genvar j;
    generate
        for (j = 0; j < 8; j = j + 1) begin : pwm_gen
            pwm pwm_inst (
                .sysclk(sysclk),
                .i_enb(pwm_enb),
                .i_d(led_brightness[j]),
                .o_pwm(pwm_out[j]),
                .o_cnt()
            );
        end
    endgenerate
    spi_slave SPI_SLV (
        .sysclk(sysclk),
        .sclk(sclk),
        .cs(cs),
        .mosi(mosi),
        .i_tx_payload(tx_payload),
        .miso(miso),
        .o_cmd(curr_cmd),
        .o_addr(curr_addr),
        .o_payload(curr_payload),
        .rx_dv(rx_dv),
        .rd_bypass(rd_bypass),
        .rx_addr_dv(rx_addr_dv),
        .o_shift_reg_debug(),
        .o_serial_debug(),
        .o_bit_rx_cnt_debug(),
        .o_debug_stage()
    );
    always @(posedge sysclk) begin
        if (rx_dv == 1'b1) begin  
            case (curr_cmd)
                8'h1  : begin
                    if (curr_addr < 8) begin
                        led_brightness[curr_addr] <= curr_payload[7:1];
                    end
                end
                8'h0      : begin
                end
            endcase
        end
    end
    assign tx_payload = (rd_bypass == 1'b1 
                     && rx_addr_dv == 1'b1  
                     && curr_addr  < 8) ? led_brightness[curr_addr] : 8'h0;
endmodule
--- /design/flow/run.sh ---
#!/bin/bash
# OpenROAD 26Q1-2900-gdf79404cd8, Yosys 0.63+post, stock flow scripts
make -C /OpenROAD-flow-scripts/flow DESIGN_CONFIG=/design/flow/config.mk WORK_HOME=/design/flow/orfs finish
--- /design/flow/config.mk ---
export PLATFORM = sky130hd
export DESIGN_NAME = spi_top
export DESIGN_NICKNAME = spi_top
export VERILOG_FILES = /design/flow/design.v
export SDC_FILE = /design/flow/constraint.sdc
export NUM_CORES = 4
export LEC_CHECK = 1
export CORE_UTILIZATION = 30
--- /design/flow/constraint.sdc ---
current_design spi_top

set clk_period 8.6
set clk_io_pct 0.2

create_clock -name clk0 -period $clk_period [get_ports {sysclk}]

set non_clock_inputs [all_inputs -no_clocks]
set_input_delay [expr $clk_period * $clk_io_pct] -clock clk0 $non_clock_inputs
set_output_delay [expr $clk_period * $clk_io_pct] -clock clk0 [all_outputs]
==> notes.md <==
Purpose: to document the outcome of synthesis and place and route.

Status
The flow ran to the end, and the final reports show no timing, DRC or antenna violations.

Cells and area
By instance count after routing, the leading logic cell type is sky130_fd_sc_hd__edfxtp_1. The library cells used most frequently in the layout, excluding fill and tap cells, are sky130_fd_sc_hd__edfxtp_1 (147), sky130_fd_sc_hd__dfxtp_1 (79), sky130_fd_sc_hd__nor2_1 (78). The total non-filler cell area in the finished layout is 11300 um2. Registers take 6020 um2. The filler cells instantiated in the layout total 3109. The final cell utilization of the core is 0.356. The finished layout holds 1300 standard cells, fillers aside. Between the synthesized netlist and the finished layout, the area growth was recorded as 15.5%. The share of layout cells above drive strength 1 is 0.0763. The combinational gate area is 3510 um2.

CTS
The total of cells resized after clock tree synthesis is 0. The post-CTS clock slew at the launch and capture registers of the worst setup and hold paths is 60 ps. The post-CTS setup-driven buffer insertion count is 0.

Per the TritonCTS log, the buffer count is 26. The CTS log lists the clock sinks for this run as 227. Per the CTS log, the maximum H-tree level is 1. The clock latency reported for the late side of the worst-skew pair is 520 ps. TritonCTS built the clock tree.

In this run the clock root is driven by a sky130_fd_sc_hd__clkbuf_16. Hold repair after CTS inserted 0 buffers. The number of buffers on the longest clock path is 3.

Routing
The first detailed-routing pass took 4 iterations. The DRC violation count after routing is 0. The highest routing layer actually used is met4. The routed length on met2 is 6.62 mm. The routed layout has 5801 vias. The number of inserted diodes is 0. In the per-layer breakdown of the detailed-route log, met1 shows 7.78 mm.

Per the detail_route report, vias per standard cell equal 4.46. The antenna violation net count after detailed routing is 0. In the detailed route, the total length drawn on met3 is 749 um. The routed length per instance is 12.0 um. The wire length recorded after detailed routing is 15.6 mm. The violation tally recorded at the end of detailed-routing iteration 0 is 290.

Yosys
The dominant register cell in the synthesized netlist is sky130_fd_sc_hd__edfxtp_1. Each instance of the synthesized netlist takes up on average 12.0 um2. Per the Yosys statistics, synthesis produced 820 cells. The total of warnings raised by yosys is 19. Of the synthesized area, sequential elements account for 0.613. The count of flip-flops with a built-in enable after synthesis is 147. The synthesized netlist occupies a cell area of 9820 um2. The proportion of synthesized flip-flops having asynchronous set or reset is 0. In the Yosys stats the netlist draws on 56 distinct library cells. The stat command in Yosys gives a chip area of 9820 um2. The number of synthesized register bits is 227. The post-synthesis cell count is 820.

Global route
The wire length of the first global-routing pass is 27.3 mm. The largest net degree at the start of global routing is 38. The global route stage reports its total congestion overflow as 0. The initial antenna violation count came to 0.

Across every metal layer, demand over resource in global routing totals 0.102. The via count of the first global-routing pass came to 5843.

Timing
The final layout reports a setup TNS of 0 ps. In the finished design, the share of the clock period the worst path needs comes to 0.348. Measured against its own limit, the worst slew margin works out to 0.391. Hold-check failures listed in the final report amount to 0. The count of pins over their slew limit is 0.

The final report lists the setup-violating endpoint count as 0. Setup repair after global routing left no endpoint under its margin. The worst path in the final design needs a cycle of 2990 ps, including I/O delays and setup.

On the final layout, the worst hold slack is 326 ps. In the final run the clock tree shows a worst skew of 8.75 ps. The fmax is 334 MHz.

The transition time of the tightest slew-check pin is 904 ps. Setup slack closes at 5610 ps.

Floorplan
For this configuration, the core starts out at a cell density of 0.308. The number of I/O pins is 13. Measured along the x axis, the die boundary spans 183 um. The area of the core is 31900 um2. The die footprint is 33500 um2. The site row count is 65. The vertical die dimension reported for this design is 183 um.

Worst setup path
The OpenROAD report gives the critical path a required time of 6880 ps. STA classifies the critical path startpoint as a register. The endpoint identified for the worst register-to-register timing path is led_brightness[1][3]$_DFFE_PP_. The class of the most critical setup path is register to output port.

Walking the worst path, the cells encountered are clkdlybuf4s50_1. The setup slack of the most critical reg-to-reg path is 6310 ps. The number of cells on the worst reg-to-reg path is 4. The last element of the critical path is led7.

The number of buffers and inverters on the critical path is 1. Per the timing report, the most critical flop-to-flop path originates at SPI_SLV.cs_sync[1]$_DFF_P_. In this run the worst setup path begins at pwm_gen[6].pwm_inst.o_pwm$_SDFF_PN0_.

The arrival time of the worst setup path is 1270 ps. The worst setup path is captured at an output port. The count of cell instances traversed by the critical path is 1. The cell type of the slowest stage on the worst timing path is sky130_fd_sc_hd__clkdlybuf4s50_1. The timing report gives the biggest stage delay along the critical path as 450 ps. The maximum net fanout on the critical path is 1.

The cell family with the largest share of critical-path delay is buffers and inverters.

Pwr
The sum of internal, switching and leakage power is 2.97 mW. In this run the VDD rail shows a maximum IR drop of 0.141 mV. The static leakage is 4.27 nW. Total power normalized to cell area comes to 262 nW/um2.

Placement
The total of buffers placed on input and output ports is 11. The placement-stage worst setup slack is 6060 ps. The number of cells in the design after placement is 1252. The placed cell area is 10400 um2. Summed over all nets, the half-perimeter wirelength after detailed placement is 10.3 mm. The placement summary gives the final routability congestion estimate as 0.812.

Run
The report counts max-capacitance violations totalling 0. The tool warning count is 26.

Worst hold path
The worst min-delay path class is register to register. The number of cells on the worst hold path is listed as 0.
-- registers in the layout, summed over array words and instances (netlist names), 3 cells and up --
name,count
SPI_SLV.bit_rx_cnt,5
SPI_SLV.curr_state,3
SPI_SLV.rx_cmd,8
SPI_SLV.sclk_sync,3
SPI_SLV.rx_addr,3
led_brightness,56
SPI_SLV.shift_reg_rx,24
pwm_gen.pwm_inst.r_d,56
pwm_gen.pwm_inst.o_pwm,8
pwm_gen.pwm_inst.o_cnt,56
SPI_SLV.cs_sync,3
-- synth_stat cells, types with 2 or more instances --
master                        n  share of area
sky130_fd_sc_hd__o21ai_0     23          0.012
sky130_fd_sc_hd__nand3_1     26          0.013
sky130_fd_sc_hd__nand2_1     62          0.024
sky130_fd_sc_hd__o211a_1      8         0.0082
sky130_fd_sc_hd__clkbuf_1     7         0.0027
sky130_fd_sc_hd__nand2b_1    23          0.015
sky130_fd_sc_hd__conb_1       2        0.00076
sky130_fd_sc_hd__buf_2        6         0.0031
sky130_fd_sc_hd__nand3b_1     8         0.0061
sky130_fd_sc_hd__and2_1      41          0.026
sky130_fd_sc_hd__xor2_1      14          0.012
sky130_fd_sc_hd__or2_1        2         0.0013
sky130_fd_sc_hd__dfxtp_1     80           0.16
sky130_fd_sc_hd__o21a_1       9         0.0069
sky130_fd_sc_hd__a211oi_1     8         0.0061
sky130_fd_sc_hd__o211ai_1     8         0.0061
sky130_fd_sc_hd__or4_1        8         0.0061
sky130_fd_sc_hd__buf_1        4         0.0015
sky130_fd_sc_hd__edfxtp_1   147           0.45
sky130_fd_sc_hd__xnor2_1     15          0.013
sky130_fd_sc_hd__inv_1       56          0.021
sky130_fd_sc_hd__and4_1       6         0.0054
sky130_fd_sc_hd__nor4_1       7         0.0045
sky130_fd_sc_hd__nand4_1      7         0.0045
sky130_fd_sc_hd__nor2_1      78          0.030
sky130_fd_sc_hd__nor3_2       2         0.0020
sky130_fd_sc_hd__a2111oi_2    2         0.0031
sky130_fd_sc_hd__o41ai_2      8          0.013
sky130_fd_sc_hd__a21oi_1     11         0.0056
sky130_fd_sc_hd__mux2i_1      4         0.0041
sky130_fd_sc_hd__nor3_1       5         0.0025
sky130_fd_sc_hd__and3_1      32          0.020
sky130_fd_sc_hd__or3_1        4         0.0025
sky130_fd_sc_hd__o21ai_1      3         0.0015
sky130_fd_sc_hd__a32oi_1      3         0.0027
sky130_fd_sc_hd__ha_1        58          0.074
sky130_fd_sc_hd__a31oi_1     14         0.0089
-- cell families (layout without fill, tap and decap cells) --
| kind of cell | count (synthesis) | in the layout | share of synthesized area |
|---|---|---|---|
| xor gates and xnor gates | 29 | 29 | 0.0259 |
| adders and majority gates | 58 | 58 | 0.0739 |
| AOI/OAI and AO/OA | 106 | 106 | 0.0822 |
| and+or+nand+nor | 318 | 318 | 0.170 |
| buffers and inverters | 76 | 121 | 0.0310 |
| DFF | 227 | 227 | 0.613 |
| muxes | 4 | 4 | 0.00408 |
| other | 2 | 2 | 0.000765 |
-- report_power, final --
part	leakage (nW)	internal, mW	switching, mW
registers	2.08	1.31	0.0893
logic	1.74	0.212	0.230
clock network	0.447	0.705	0.425
-- routing by layer --
layer,track usage,vias to the layer above
met1,0.155,2678
met3,0.0263,33
met2,0.153,87
met4,0.0250,0
met5,0.00296,-
li1,-,3003
-- final cells by class --
class	instances	share of cell area
Sequential cell	227	0.531
Multi-Input combinational cell	517	0.310
Clock buffer	35	0.0667
Tap cell	435	0.0480
Inverter	57	0.0189
Timing Repair Buffer	16	0.0130
Clock inverter	13	0.0129
-- how the worst min path moves through the flow --
| stage | to | slack (ps) | start |
|---|---|---|---|
| CTS | SPI_SLV.cs_sync[1]$_DFF_P_ | 330 | SPI_SLV.cs_sync[0]$_DFF_P_ |
| global route | SPI_SLV.cs_sync[1]$_DFF_P_ | 330 | SPI_SLV.cs_sync[0]$_DFF_P_ |
| finish | SPI_SLV.cs_sync[1]$_DFF_P_ | 330 | SPI_SLV.cs_sync[0]$_DFF_P_ |
Power is estimated from default activity; no workload was simulated.
